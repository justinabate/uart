**flow/run.sh**
```bash
#!/bin/bash
# OpenROAD 26Q1-2900-gdf79404cd8, Yosys 0.63+post, stock flow scripts
make -C /OpenROAD-flow-scripts/flow DESIGN_CONFIG=/design/flow/config.mk WORK_HOME=/design/flow/orfs finish
```
**flow/config.mk**
```make
export PLATFORM = sky130hd
export DESIGN_NAME = uart_rx
export DESIGN_NICKNAME = uart_rx
export VERILOG_FILES = /design/flow/design.v
export SDC_FILE = /design/flow/constraint.sdc
export NUM_CORES = 4
export LEC_CHECK = 1
export CORE_AREA = 10 10 94 94
export DIE_AREA = 0 0 104 104
```
**flow/constraint.sdc**
```tcl
current_design uart_rx

set clk_period 2.4
set clk_io_pct 0.2

create_clock -name clk0 -period $clk_period [get_ports {i_clk}]

set non_clock_inputs [all_inputs -no_clocks]
set_input_delay [expr $clk_period * $clk_io_pct] -clock clk0 $non_clock_inputs
set_output_delay [expr $clk_period * $clk_io_pct] -clock clk0 [all_outputs]
```
**flow/design.v**
```verilog
module uart_rx #(
  parameter CLKS_PER_BIT = 16
)(
  input        i_clk,
  input        i_rxd,
  output       o_m_axis_tvalid,
  output [7:0] o_m_axis_tdata,
  output       o_rxd_busy
);
  typedef enum logic [2:0] {IDLE, START, RXDATA, STOP, PAUSE} t_fsm;
  t_fsm         r_fsm_cs;
  reg [1:0]     r_rxd_sync;
  wire          w_rxd_sync;
  parameter g_W = $clog2(CLKS_PER_BIT);
  reg [g_W-1:0] r_clk_count = 0;
  reg [2:0]     r_bit_idx   = 0;  
  reg [7:0]     r_tdata     = 0;
  reg           r_tvalid    = 0;
  reg           r_sample_valid;
  always @(posedge i_clk) begin  
    r_rxd_sync = {r_rxd_sync[0], i_rxd};
  end
  assign w_rxd_sync = r_rxd_sync[1];
  always @(posedge i_clk) begin  
    case (r_fsm_cs)
      IDLE : begin
        r_tvalid    <= 1'b0;
        r_sample_valid <= 1'b0;
        r_clk_count <= 0;
        r_bit_idx   <= 0;
        if (w_rxd_sync == 1'b0) begin          
          r_fsm_cs <= START;
        end else begin
          r_fsm_cs <= IDLE;
        end
      end
      START : begin
        if (r_clk_count == (CLKS_PER_BIT-1)/2) begin
          if (w_rxd_sync == 1'b0) begin
            r_fsm_cs    <= RXDATA;
            r_clk_count <= 0;   
          end else begin
            r_fsm_cs <= IDLE;
          end
        end else begin
          r_fsm_cs    <= START;
          r_clk_count <= r_clk_count + 1;
        end
      end 
      RXDATA : begin
        if (r_clk_count == CLKS_PER_BIT-1) begin
          r_clk_count        <= 0;
          r_tdata[r_bit_idx] <= w_rxd_sync;
          r_sample_valid    <= 1'b1;
          if (r_bit_idx == 7) begin
            r_fsm_cs  <= STOP;  
            r_bit_idx <= 0;
          end else begin
            r_fsm_cs  <= RXDATA;
            r_bit_idx <= r_bit_idx + 1;
          end
        end else begin
          r_fsm_cs        <= RXDATA;
          r_clk_count     <= r_clk_count + 1;
          r_sample_valid <= 1'b0;
        end
      end
      STOP : begin
        r_sample_valid <= 1'b0;
        if (r_clk_count == CLKS_PER_BIT-1) begin
          r_tvalid    <= 1'b1;
          r_clk_count <= 0;
          r_fsm_cs    <= PAUSE;
        end else begin
          r_clk_count <= r_clk_count + 1;
          r_fsm_cs    <= STOP;
        end
      end
      PAUSE : begin
        r_fsm_cs  <= IDLE;
        r_tvalid  <= 1'b0;
      end
      default : begin
        r_fsm_cs <= IDLE;
      end
    endcase
  end   
  assign o_m_axis_tdata   = r_tdata;
  assign o_m_axis_tvalid  = r_tvalid;
  assign o_rxd_busy = (r_fsm_cs == IDLE) ? 1'b0 : 1'b1;
endmodule  
```
==> GITHUB_STEP_SUMMARY <==
### Metrics collected by this job

| Metric | Value |
|---|---|
| Crit end category | `flop` |
| Count of library flops with an enable pin | `16` |
| Chip area in the Yosys report | `1056 sq um` |
| Fmax | `505.6 MHz` |
| Initial antenna violation count | `0` |
| Placed Area | `1279 sq um` |
| Die Y | `104 microns` |
| Synth Cell Area | `1056 sq um` |
| FILL cells | `769` |
| Vias | `704` |
| Worst Path Arrival | `1990 ps` |
| CTS HTree Levels | `1` |
| Post-synth seq share | `54.98%` |
| Post-layout period usage | `82.41%` |
| Crit path max fanout | `8` |
| Final count of pins violating max slew | `0` |
| Total tool warning count | `28` |
| I/O Buffers | `11` |
| Worst hold path type | `reg -> reg` |
| Post-synth top area cell | `edfxtp_1` |
| # DRC | `0` |
| CTS Buf Count | `3` |
| Total die size | `10,820 sq um` |
| RSZ-0062 raised after global routing | `no` |
| Vias per cell | `3.502` |
| Finished Core Util | `19.40%` |
| Synth cell types | `33` |
| Critical path cell sequence | `inv_1 > ha_1 > xor2_2 > nor4_1 > mux2_1` |
| Final instance area | `1325 sq um` |
| Critical path's largest stage delay | `480 ps` |
| Most common cell in the synthesized netlist | `edfxtp_1` |
| Critical path class | `reg -> reg` |
| Clock Sinks | `21` |
| Max cap viols | `0` |
| Late-Pin Clk Latency | `260 ps` |
| Synth-to-layout area growth | `25.47%` |
| CTS Hold Buffers Added | `0` |
| Min Hold Slack | `330.1 ps` |
| Worst-margin pin slew | `517.7 ps` |
| Slowest-stage cell, CP | `edfxtp_1` |
| Post-CTS setup buffer count | `0` |
| Share of layout cells above drive strength 1 | `6.667%` |
| Num ports | `12` |
| Grt total ovfl | `0` |
| Status | `completed` |
| CTS clock-pin slew for the worst setup and hold paths | `80 ps` |
| Top cells by area | `edfxtp_1 (45%), dfxtp_1 (9.5%), ha_1 (7.1%), o2bb2ai_1 (3.3%), nor2_1 (3.2%)` |
| DRT Wirelength | `1.978 mm` |
| CORE AREA | `6832 sq um` |
| DR WL/cell | `9.841 microns` |
| Most frequent cells after synthesis | `edfxtp_1 (16), nor2_1 (9), nand2_1 (7)` |
| Top delay family on crit path | `flip-flops` |
| Die width | `104 microns` |
| CTS max path bufs | `2` |
| Yosys cell count | `92` |
| PostCTS Resize Cnt | `0` |
| DP Cell Count | `197` |
| Startpoint types | `flop` |
| Area share, top type | `45.50%` |
| Init Core Util | `15.46%` |
| Vias in the first global route | `681` |
| Peak supply drop | `246.9 uV` |
| Post-synthesis area per instance | `11.48 sq um` |
| Top_reg_cell synth | `edfxtp_1` |
| FFs w/ async S/R, synth | `0%` |
| Slew headroom | `65.28%` |
| Non-filler instance count after layout | `201` |
| DPL Wire Length | `1.499 mm` |
| Static Leak | `0.4609 nW` |
| Ys Warns | `1` |
| Setup_tns | `0 ps` |
| Post-DRT Antenna Nets | `0` |
| Final min period | `1978 ps` |
| Cells after Synth | `92` |
| Drt first-iter violations | `92` |
| Total GRT Usage | `3.599%` |
| Worst EP required | `2410 ps` |
| Worst clock skew | `3.298 ps` |
| Antenna fix cells | `0` |
| Final GP Congestion | `0.7988` |
| CTS tree | `yes` |
| First-pass GRT wire length | `3.360 mm` |
| DRT Pass-1 Iters | `4` |
| Final setup fails | `0` |
| Clock Tree Root | `clkbuf_8` |
| Final Hold Violating Endpoints | `0` |
| Row count | `30` |
| Synth flops | `21` |
| Largest net degree at the start of global routing | `13` |
| WP buf/inv | `1` |
| Pwr per Cell Area | `985.1 nW/um^2` |
logic make-up after synthesis:
family	share of synthesized area [%]
DFF	54.98
AOI/OAI and AO/OA	11.02
and+or+nand+nor	17.06
xor gates and xnor gates	4.859
muxes	2.133
adders and majority gates	7.109
buffers and inverters	2.843
sequential cells by signal, indices dropped and copies added (netlist names):
register	cells
r_bit_idx	3
r_rxd_sync	2
r_tvalid	1
r_clk_count	4
r_fsm_cs	3
r_tdata	8
cells in the final DEF, fill, tap and decap left out, types with 2 or more instances in the layout:
cell | netlist | final
and3_1 | 2 | 2
clkdlybuf4s50_1 | 0 | 11
a211oi_1 | 2 | 2
a22o_1 | 2 | 2
nand3_1 | 5 | 5
or3_1 | 2 | 2
dfxtp_1 | 5 | 5
inv_1 | 4 | 4
nor2_1 | 9 | 9
o2bb2ai_1 | 4 | 4
xnor2_1 | 3 | 3
nand2_1 | 7 | 7
and2_1 | 2 | 2
edfxtp_1 | 16 | 16
nor3_1 | 3 | 3
ha_1 | 6 | 6
clkbuf_8 | 0 | 3
path summary, 6_finish.rpt:
kind / startpoint / slack (ps) / endpoint / depth (start not counted)
worst max-delay path: r_bit_idx[0]$_SDFFCE_PP0P_ / 420 / r_tdata[4]$_DFFE_PP_ / 5
worst min-delay path: r_rxd_sync[0]$_DFF_P_ / 330 / r_rxd_sync[1]$_DFF_P_ / 0
worst max register to register: r_bit_idx[0]$_SDFFCE_PP0P_ / 420 / r_tdata[4]$_DFFE_PP_ / 5
worst min register to register: r_rxd_sync[0]$_DFF_P_ / 330 / r_rxd_sync[1]$_DFF_P_ / 0
power breakdown:
group / internal, mW / total, mW / switching, mW / leakage, nW
Sequential: 0.512 / 0.621 / 0.109 / 0.196
Combinational: 0.218 / 0.459 / 0.240 / 0.239
Clock: 0.115 / 0.226 / 0.111 / 0.0255
metrics by stage:
| stage | power (mW) | setup WS (ps) |
|---|---|---|
| after global placement | 1.079 | 462.4 |
| final | 1.305 | 422.2 |
| after floorplan | 0.9741 | 550.0 |
| after CTS | 1.320 | 419.5 |
| after detailed placement | 1.086 | 435.6 |
| after global routing | 1.416 | 246.2 |
cell type report:
type / count / area, sq um / area share, %
clock buffers: 3 / 41.29 / 3.116
clock inverters: 1 / 5.005 / 0.3777
inverters: 4 / 15.01 / 1.133
multi-input cells: 64 / 445.4 / 33.62
flip-flops and latches: 21 / 580.6 / 43.81
well taps: 96 / 120.1 / 9.065
repair buffers: 12 / 117.6 / 8.876
per-layer routing:
layer | GRT usage [%] | vias up | part of all wire, %
met5 | 0 | - | 0
met4 | 1.193 | 0 | 2.8
met3 | 0.5013 | 2 | 1.8
met2 | 5.586 | 6 | 46
met1 | 5.051 | 335 | 49
li1 | - | 361 | -
Power and IR drop assume default switching activity.
