--- flow/config.mk ---
export PLATFORM = sky130hd
export DESIGN_NAME = uart_tx
export DESIGN_NICKNAME = uart_tx
export VERILOG_FILES = /design/flow/design.v
export SDC_FILE = /design/flow/constraint.sdc
export NUM_CORES = 4
export LEC_CHECK = 1
export CORE_AREA = 10 10 104 104
export DIE_AREA = 0 0 114 114
--- flow/constraint.sdc ---
current_design uart_tx

set clk_period 2.1
set clk_io_pct 0.2

create_clock -name clk0 -period $clk_period [get_ports {i_clk}]

set non_clock_inputs [all_inputs -no_clocks]
set_input_delay [expr $clk_period * $clk_io_pct] -clock clk0 $non_clock_inputs
set_output_delay [expr $clk_period * $clk_io_pct] -clock clk0 [all_outputs]
--- flow/design.v ---
module uart_tx #(
  parameter CLKS_PER_BIT = 16
)(
  input       i_clk,
  output      o_s_axis_tready,
  input       i_s_axis_tvalid,
  input [7:0] i_s_axis_tdata, 
  output reg  o_txd,
  output      o_txd_busy,
  output      o_txd_done
);
  typedef enum logic [2:0] {IDLE, START, TXDATA, STOP, PAUSE} t_fsm;
  t_fsm r_fsm_cs;
  parameter g_W = $clog2(CLKS_PER_BIT);
  reg [g_W-1:0] r_clk_count = 0;
  reg [2:0]     r_bit_idx    = 0;
  reg [7:0]     r_tdata      = 0;
  reg           r_done       = 0;
  reg           r_busy       = 0;
  always @(posedge i_clk) begin
    case (r_fsm_cs)
      IDLE : begin
        o_txd       <= 1'b1;  
        r_done      <= 1'b0;
        r_clk_count <= 0;
        r_bit_idx   <= 0;
        if (i_s_axis_tvalid == 1'b1) begin
          r_tdata   <= i_s_axis_tdata;
          r_busy    <= 1'b1;
          r_fsm_cs  <= START;
        end else begin
          r_fsm_cs  <= IDLE;
          r_busy    <= 1'b0;
        end
      end  
      START : begin
        o_txd <= 1'b0;
        if (r_clk_count == CLKS_PER_BIT-1) begin
          r_clk_count <= 0;
          r_fsm_cs    <= TXDATA;
        end else begin
          r_clk_count <= r_clk_count + 1;
          r_fsm_cs    <= START;
        end 
      end  
      TXDATA : begin           
        o_txd <= r_tdata[r_bit_idx];
        if (r_clk_count == CLKS_PER_BIT-1) begin
          r_clk_count <= 0;
          if (r_bit_idx == 7) begin
            r_fsm_cs  <= STOP;
            r_bit_idx <= 0;
          end else begin
            r_fsm_cs  <= TXDATA; 
            r_bit_idx <= r_bit_idx + 1;
          end
        end else begin
          r_fsm_cs    <= TXDATA;
          r_clk_count <= r_clk_count + 1;
        end
      end
      STOP : begin
        o_txd <= 1'b1;
        if (r_clk_count == CLKS_PER_BIT-1) begin
          r_fsm_cs    <= PAUSE;
          r_clk_count <= 0;
          r_done      <= 1'b1;
        end else begin
          r_fsm_cs    <= STOP;
          r_clk_count <= r_clk_count + 1;
        end
      end 
      PAUSE : begin
        r_done    <= 1'b1;
        r_fsm_cs  <= IDLE;
      end
      default : begin
        r_fsm_cs <= IDLE;
      end
    endcase
  end
  assign o_s_axis_tready = ~(r_busy);  
  assign o_txd_busy = r_busy;
  assign o_txd_done = r_done;
endmodule
--- flow/run.sh ---
#!/bin/bash
# OpenROAD 26Q1-2900-gdf79404cd8, Yosys 0.63+post, stock flow scripts
make -C /OpenROAD-flow-scripts/flow DESIGN_CONFIG=/design/flow/config.mk WORK_HOME=/design/flow/orfs finish
==> results.json <==
{
  "ios": 14,
  "vdd_drop_max_mv": 0.288,
  "grt_pass1_wl_um": 2750,
  "yosysUniqueCellTypes": 28,
  "synthCells": 70,
  "globalplace.congestion": 0.756,
  "viasPerCell": 2.86,
  "period_minus_slack_ns": 1.59,
  "skew_ns": 0.00472,
  "postLayoutCellArea_um2": 1230,
  "worstPathCellList": "ha_1, and3_1, or3_1, nor2_1",
  "overflow": 0,
  "cts_hold_buf": 0,
  "power.density_nw_per_um2": 1080,
  "aoi_share": 0.0538,
  "synthArstFlopShare": 0,
  "fin_tns_setup_ns": 0,
  "hold_path.startpoint": "r_fsm_cs[0]$_DFF_P_",
  "leakage_uw": 0.000406,
  "synthAdderAreaFrac": 0.0394,
  "r2r_start": "r_clk_count[0]$_SDFFCE_PP0P_",
  "grt_max_degree": 13,
  "setup_violations": 0,
  "clockBufferDepth": 2,
  "drtIter0Drc": 24,
  "cts_num_sinks": 21,
  "wl_um": 1640,
  "status": "finished, final reports clean",
  "worstPathArrival_ns": 1.70,
  "p_total_uw": 1330,
  "root_buffer": "clkbuf_8",
  "first_pass_iters": 2,
  "ff_type": "edfxtp_1",
  "cts_resized": 0,
  "hold_end": "r_fsm_cs[2]$_DFF_P_",
  "ys_cells": 70,
  "clkLatencyLatePin_ns": 0.26,
  "final_layout_size_suffix_gt1_frac": 0.0952,
  "synth_flops": 21,
  "numPortBuffers": 13,
  "ctsHtreeMaxLevel": 1,
  "cts_tree": "yes",
  "tightest_slew_ns": 0.514,
  "core.rowCount": 34,
  "syn-cell-area_um2": 953,
  "cp_max_fo": 4,
  "rsz0062_at_grt": "no",
  "crit_type": "reg -> reg",
  "ys_area_um2": 953,
  "cp-start-kind": "flip-flop",
  "fp_util": 0.110,
  "cp-end-kind": "flip-flop",
  "drc": 0,
  "areaGrowthSynthToFinish_pct": 28.7,
  "cts_setup_buffers": 0,
  "mux_area_frac": 0.0459,
  "synthXorXnorAreaFrac": 0.0367,
  "reg2reg_to": "r_clk_count[2]$_SDFFCE_PP0P_",
  "syn_area_per_cell_um2": 13.6,
  "maxCapViolations": 0,
  "coreArea_um2": 8680,
  "slowest_delay_ns": 0.42,
  "place_hpwl_um": 1300,
  "place_area_um2": 1180,
  "yosysSeqAreaShare": 0.630,
  "fmax_mhz": 629,
  "ys_top_logic_family": "simple AND/OR/NAND/NOR gates",
  "simple_gate_share": 0.136,
  "reg2regPathDepth": 4,
  "clk_pin_slew_ns": 0.07,
  "antenna_found_initial": 0,
  "yosysWarnings": 1,
  "cp_top_family": "simple AND/OR/NAND/NOR gates",
  "openroad.warnings": 25,
  "die-area_um2": 13000,
  "grt_usage": 0.0267,
  "drv_slew": 0,
  "critical_path_required_ns": 2.21,
  "worstHoldPathCells": 2,
  "die_h_um": 114,
  "slowest_stage": "edfxtp_1",
  "edf_count": 18,
  "worstHoldPathType": "reg -> reg",
  "critPathBufInv": 0,
  "finalCritPeriodShare": 0.757,
  "hold_violations": 0,
  "cts_made_buffers": 3,
  "ant_nets": 0,
  "die_x_um": 114,
  "vias": 549,
  "reg2reg_slack_ns": 0.51,
  "relSlewSlack": 0.656,
  "first_global_vias": 554,
  "diodes": 0,
  "drt-wirelength-per-cell_um": 8.56
}
[cell families (layout without fill, tap and decap cells)]
family                   after synthesis  in the layout
multiplexers                           3              3
AND-OR/OR-AND                          6              6
adder cells (fa/ha/maj)                3              3
buffers and inverters                  8             22
flip-flops                            21             21
AND/OR/NAND/NOR                       25             25
XOR/XNOR                               4              4
[flip-flops by register name (all words and copies together), names as in the netlist]
signal,count
o_txd,1
r_tdata,8
r_fsm_cs,3
r_done,1
r_busy,1
r_bit_idx,3
r_clk_count,4
[cells in the mapped netlist (2+ instances only)]
master,n,share of area
and2_1,3,0.020
nand2_1,2,0.0079
xnor2_1,2,0.018
dfxtp_1,3,0.063
inv_1,5,0.020
ha_1,3,0.039
xor2_1,2,0.018
buf_6,2,0.024
nor3_1,3,0.016
edfxtp_1,18,0.57
nor2_1,8,0.031
nand3_1,3,0.016
[worst reg2reg max path, stage by stage (launching register included)]
cell and delay, ns:
edfxtp_1 0.42, ha_1 0.26, and3_1 0.22, or3_1 0.42
nor2_1 0.13
[worst max path at each step]
stage,from,endpoint,slack (ns),cells after the start
6_report,r_clk_count[0]$_SDFFCE_PP0P_,r_clk_count[2]$_SDFFCE_PP0P_,0.51,4
5_1_grt,r_clk_count[0]$_SDFFCE_PP0P_,r_clk_count[0]$_SDFFCE_PP0P_,0.43,4
4_1_cts,r_clk_count[0]$_SDFFCE_PP0P_,r_clk_count[0]$_SDFFCE_PP0P_,0.50,4
[where the power goes]
group	switching [uW]	total, uW	internal (uW)
combinational	156	354	198
sequential	105	716	611
clock	122	257	135
[metrics by stage]
step	hold slack, ns	utilization	cells	setup slack (ns)
after floorplan	0.519	-	70	0.634
after detailed placement	0.581	0.136	188	0.438
final	0.590	0.141	192	0.510
after CTS	0.591	0.141	192	0.496
after global routing	0.649	0.141	192	0.426
after global placement	0.567	0.136	188	0.472
[placed cells by master, fill, tap and decap left out]
master / instances
edfxtp_1: 18
clkdlybuf4s50_1: 13
nor2_1: 8
inv_1: 5
nor3_1: 3
and2_1: 3
nand3_1: 3
ha_1: 3
clkbuf_8: 3
dfxtp_1: 3
xnor2_1: 2
nand2_1: 2
xor2_1: 2
nand4_1: 1
and3_1: 1
a21oi_1: 1
a221oi_1: 1
mux4_2: 1
mux2_2: 1
nor3b_1: 1
mux2i_1: 1
or3b_4: 1
a31o_1: 1
o32ai_2: 1
a211oi_1: 1
or2_2: 1
o21ai_0: 1
or3_1: 1
clkbuf_1: 1
[per-layer routing]
layer	track usage	routed length, um	up-vias
met3	0.0207	206	0
li1	-	-	284
met2	0.0323	642	16
met5	0	0	-
met4	0.00501	0	0
met1	0.0364	796	249
[layout make-up]
| cell class | count | area (um^2) |
|---|---|---|
| clock buffer | 4 | 45.0 |
| fill | 994 | 7450 |
| inverter | 5 | 18.8 |
| multi-input combinational | 41 | 298 |
| sequential | 21 | 601 |
| tap | 108 | 135 |
| timing repair buffer | 13 | 130 |
Power is estimated from default activity; no workload was simulated.
